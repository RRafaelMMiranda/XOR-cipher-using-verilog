==> design.v <==
module cifra_xor(
    input clk,
    input reset,
    input start,
    input [7:0] plaintext,
    input [7:0] key,
    output reg [7:0] ciphertext,
    output reg done
);
    reg [1:0] current_state, next_state;
    parameter IDLE    = 2'b00,
              LOAD    = 2'b01,
              PROCESS = 2'b10,
              DONE    = 2'b11;
    reg [2:0] contador;
    always @ (posedge clk or posedge reset) begin
        if (reset) begin
            current_state   <= IDLE;
          	done            <= 1'b0;
            contador        <= 3'b000;
            ciphertext      <= 8'b0;
        end else begin
            current_state <= next_state;
          if(current_state == LOAD) begin
            ciphertext <= 8'b0;
            contador <= 3'b000;
          end
            if (current_state == PROCESS) begin
                ciphertext[contador] <= plaintext[contador] ^ key[contador];
                if (contador < 3'd7) begin
                    contador <= contador + 1;
                end
            end else if (current_state == IDLE) begin
                done       = 1'b0;
            end
        end
    end
    always @ (*) begin
        next_state = current_state;
        case (current_state)
            IDLE: begin
                if (start) begin
                    next_state = LOAD;
                end
            end
            LOAD: begin
                next_state = PROCESS;
            end
            PROCESS: begin
                if (contador == 3'd7) begin
                    next_state = DONE;
                end
            end
            DONE: begin
                done = 1'b1;
                if (!start) begin
                    next_state = IDLE;
                end
            end
            default: begin
                next_state = IDLE;
            end
        endcase
    end
endmodule
==> run.sh <==
#!/bin/bash
# OpenROAD 26Q1-2900-gdf79404cd8, Yosys 0.63+post, stock flow scripts
make -C /OpenROAD-flow-scripts/flow DESIGN_CONFIG=/design/flow/config.mk WORK_HOME=/design/flow/orfs finish
==> config.mk <==
export PLATFORM = sky130hd
export DESIGN_NAME = cifra_xor
export DESIGN_NICKNAME = cifra_xor
export VERILOG_FILES = /design/flow/design.v
export SDC_FILE = /design/flow/constraint.sdc
export NUM_CORES = 4
export LEC_CHECK = 1
export CORE_AREA = 10 10 101 101
export DIE_AREA = 0 0 111 111
==> constraint.sdc <==
current_design cifra_xor

set clk_period 3.0
set clk_io_pct 0.2

create_clock -name clk0 -period $clk_period [get_ports {clk}]

set non_clock_inputs [all_inputs -no_clocks]
set_input_delay [expr $clk_period * $clk_io_pct] -clock clk0 $non_clock_inputs
set_output_delay [expr $clk_period * $clk_io_pct] -clock clk0 [all_outputs]
==> flow_summary.toml <==
# synthesis and place-and-route metrics
[run_status]
status = "finished, final reports clean"

[timing]
tightestPinTransition_ns = 0.598
fin_setup_tns_ns = 0
setup_violations = 0
holdWs_ns = 0.488
slew_viol_final = 0
rsz0062_at_grt = "false"
period_minus_slack_ns = 2.06
hold_violations = 0
finalClockPeriodUsage_pct = 68.8
finClkSkew_ns = 0.00539
setup_ws_ns = 0.937
fmax_ghz = 0.485
relSlewSlack_pct = 59.9

[logic_synthesis]
synth_cells = 88
ys_types = 32
syn_area_per_cell_sq_um = 10.7
top_cells_by_count = "dfrtp_1 (14), mux2i_1 (7), nand3b_1 (6)"
yosysWarnings = 3
synth.comb.largest_family = "multiplexers"
ys_sh_aoi_pct = 8.74
xor_area_share_pct = 2.78
simple_gate_area_share_pct = 17.7
ys_async_sr_fraction_pct = 100
ys.flops = 15
ys_seq_share_pct = 39.9
synth_area_sq_um = 945
synth-adder-area-share_pct = 6.62
edf_count = 0
top_cells_by_area = "dfrtp_1 (37%), mux4_2 (9.5%), mux2i_1 (7.4%), ha_1 (6.6%), nand3b_1 (4.8%)"
top_area_share_pct = 37.1
muxShareOfSynthArea_pct = 18.1
ys.flop_type = "dfrtp_1"
synth_top_cell_by_area = "dfrtp_1"
ys_area_sq_um = 945
ys_cells = 88
synth_top_cell_by_count = "dfrtp_1"

[clock_network]
clock.latency.late_pin_ns = 0.25
htreeDepth = 1
clk_path_buf_depth = 2
cts_buffers = 3
cts_hold_buffers = 0
cts.clk_slew.worst_paths_ns = 0.06
cts-root-buf = "clkbuf_8"
cts_resized = 0
cts_tree = "built"
numClockSinks = 15
postCtsSetupRepairBufs = 0

[placement]
portBuffers = 26
preCtsSetupSlack_ns = 0.670
place.gp.congestion = 0.739
dp_hpwl_mm = 1.89

[layout]
fillers = 892
regArea_sq_um = 377
syn2layout_area_growth_pct = 42.1
comb_area_sq_um = 514
drive_gt1_share_pct = 9.01

[grt]
first_global_vias = 754
grt_pass1_wl_mm = 3.95
grt_usage_pct = 3.80
antenna_found_initial = 0
grt_max_degree = 16
overflow = 0

[critical_path]
crit_slowest_cell = "dfrtp_1"
path_max_fanout = 11
critPathMaxStageDelay_ns = 0.62
worstSetupStartpointType = "flip-flop"
path_buffers = 1
worstPathArrival_ns = 2.16
crit_required_ns = 3.10
crit_chain = "inv_1 > ha_1 > nand2b_1 > or4_1 > nand3b_1 > o21ai_0"
crit_path_end_kind = "flip-flop"
crit_family = "simple AND/OR/NAND/NOR gates"
path_class = "flip-flop to flip-flop"

[routing]
dr.pass1.iters = 4
drc = 0
ant_nets = 0
drt-vias-per-instance = 3.28
num_antenna_cells = 0
vias = 709
wl_mm = 2.32
drtIter0Drc = 41
wl_per_cell_um = 10.7

[die]
rows = 33
fp.dieW_um = 111
io_pins = 28
initCoreUtil_pct = 11.6
die-height_um = 111
chip_area_sq_mm = 0.0123
coreArea_sq_mm = 0.00813

[run]
warnings = 28
maxCapViolCount = 0

[power_and_ir_drop]
power_density_mw_per_mm2 = 847
p_leak_uw = 0.000506
peakVddDrop_v = 0.000194

[hold_path]
min_path_type = "flip-flop to flip-flop"
## path summary, 6_finish.rpt
| check | startpoint | end | slack [ns] | cells past startpoint |
|---|---|---|---|---|
| worst max-delay path | contador[1]$_DFF_PP0_ | ciphertext[0]$_DFF_PP0_ | 0.94 | 6 |
| worst min-delay path | current_state[0]$_DFF_PP1_ | current_state[0]$_DFF_PP1_ | 0.49 | 2 |
| worst max register to register | contador[1]$_DFF_PP0_ | ciphertext[0]$_DFF_PP0_ | 0.94 | 6 |
| worst min register to register | current_state[0]$_DFF_PP1_ | current_state[0]$_DFF_PP1_ | 0.49 | 2 |
| max in group asynchronous | reset | contador[2]$_DFF_PP0_ | 1.87 | 2 |
| min in group asynchronous | reset | ciphertext[5]$_DFF_PP0_ | 0.74 | 2 |
## sequential cells by signal, indices dropped and copies added (netlist names)
signal	flops
contador	3
ciphertext	8
current_state	4
## cells by family after synthesis
logic type / after synthesis
compound gates: 12
simple gates: 29
other cells: 1
fa+ha+maj: 5
buf+inv: 11
xor+xnor: 3
flops: 15
mux: 12
## metal layers
| layer | wire length, um | GRT usage (%) | share of wire, % | up-vias |
|---|---|---|---|---|
| met5 | 0 | 0 | 0 | - |
| met1 | 922 | 4.30 | 40 | 342 |
| met4 | 0 | 0 | 0 | 0 |
| li1 | - | - | - | 359 |
| met3 | 101 | 1.31 | 4.4 | 0 |
| met2 | 1300 | 7.08 | 56 | 8 |
## layout by cell type, fill, tap and decap left out
cell type | synthesis | routed
nor2b_1 | 1 | 1
clkbuf_1 | 4 | 1
nand2_1 | 3 | 3
dfstp_2 | 1 | 1
xnor2_1 | 2 | 2
a21o_1 | 1 | 1
or2_2 | 1 | 1
and2_1 | 1 | 1
ha_1 | 5 | 5
mux2_2 | 1 | 1
nand2b_1 | 5 | 5
xor2_1 | 1 | 1
inv_1 | 4 | 4
a21boi_0 | 1 | 1
nand3b_1 | 6 | 6
mux4_2 | 4 | 4
clkbuf_8 | 0 | 3
conb_1 | 1 | 1
a22o_1 | 1 | 1
o21ai_0 | 3 | 3
mux2i_1 | 7 | 7
o31ai_1 | 4 | 4
nand3_1 | 5 | 5
or4_1 | 1 | 1
nor3_1 | 3 | 3
dfrtp_1 | 14 | 14
a21oi_1 | 1 | 1
and3_1 | 1 | 1
nor2_1 | 2 | 2
o32ai_1 | 1 | 1
clkdlybuf4s50_1 | 0 | 26
## per-stage QoR
stage               utilization (%)  instances  power (uW)  cell area [sq um]
floorplan                         -         88         783                945
global placement               16.0        212         988               1300
detailed placement             16.0        212         995               1300
CTS                            16.5        216        1170               1340
global route                   16.5        216        1260               1340
finish                         16.5        216        1140               1340
## where the power goes
group          switching (uW)  total (uW)  internal [uW]
sequential                132         418            286
combinational             239         557            318
clock                    68.0         162           93.9
total                     439        1140            698
## worst min-delay path, stage by stage, from the launching register on
cell	delay (ns)
dfstp_2	0.36
nor2_1	0.08
nor2_1	0.05
## cell type report
class	instances	area share, %
Timing Repair Buffer	26	19.4
Multi-Input combinational cell	62	38.3
Clock buffer	4	3.36
Sequential cell	15	28.1
Tap cell	105	9.79
Inverter	4	1.12
No activity file was given, so power comes from the tool's default toggle rates.
